===== flow/run.sh =====
#!/bin/bash
# OpenROAD 26Q1-2900-gdf79404cd8, Yosys 0.63+post, stock flow scripts
make -C /OpenROAD-flow-scripts/flow DESIGN_CONFIG=/design/flow/config.mk WORK_HOME=/design/flow/orfs finish

===== flow/config.mk =====
export PLATFORM = sky130hd
export DESIGN_NAME = counter
export DESIGN_NICKNAME = counter
export VERILOG_FILES = /design/flow/design.v
export SDC_FILE = /design/flow/constraint.sdc
export NUM_CORES = 4
export LEC_CHECK = 1
export CORE_AREA = 10 10 70 70
export DIE_AREA = 0 0 80 80

===== flow/constraint.sdc =====
current_design counter

set clk_period 2.8
set clk_io_pct 0.2

create_clock -name clk0 -period $clk_period [get_ports {clk}]

set non_clock_inputs [all_inputs -no_clocks]
set_input_delay [expr $clk_period * $clk_io_pct] -clock clk0 $non_clock_inputs
set_output_delay [expr $clk_period * $clk_io_pct] -clock clk0 [all_outputs]

===== flow/design.v =====
`timescale 1ns / 1ps
module counter (clk,rst,updwn,count);
input clk,rst,updwn;
output reg [3:0] count;
always @(posedge clk or posedge rst)
begin
if(rst)
count <= 4'b0000;
else 
count <= (updwn) ? (count + 4'b1) : (count - 4'd1);
end
endmodule

==> results.txt <==
Implementation results.

The number of failing setup endpoints in the final timing report is 0. Looking at the critical path, the highest net fanout was 3. The critical path endpoint category is a flop. The number of instances in the placed design is 67. The flow ran to the end, and the final reports show no timing, DRC or antenna violations. The clock slew seen by the registers of the worst setup and hold paths is 0.04 ns.

According to the timing report, the data required time at the worst endpoint equals 2.96 ns. The number of global-route vias before repair is roughly 150. The total number of warnings across the stage logs is 25. The register with the most flip-flops is count.

The floorplan report gives the top-level pin count as 7. The register with the most flip-flops in the layout has 4 of them. The yosys-reported design area after synthesis is 199 µm². The global placement routability congestion is 0.748. The sequential area share after synthesis is 0.503. The area of the placeable core is 3420 µm². The count of state elements after synthesis is 4. The clock tree buffer depth is 2. The global routing report lists combined usage of all routing layers as 0.0163. In this run the full chip footprint comes out at 6400 µm². The initial antenna violation count is 0. The utilization after layout is 0.0993. The setup TNS is 0 ns. The floorplan has 21 rows. The total wire length after detailed routing is 416 µm.

The wire length of the first global-routing pass is 731 µm. The aggregate global routing overflow is 0. The number of maximum-capacitance violations recorded for the run is 0.

The die width is 80 µm. The post-synthesis instance total is 15. The floorplan die height is 80 µm. The number of H-tree levels is 1. The post-synthesis cell area is 199 µm². For reference, the final report shows the hold violation count at 0.

The final instance count without filler cells is approximately 70. Setup repair after global routing left no endpoint under its margin. TritonCTS built the clock tree. After synthesis, the design contains 15 cells according to Yosys. The upper clock frequency limit is 573 MHz. The count of inserted antenna diode cells is 0.

Checking hold timing, the worst path is listed with class input port to async pin. The routed layout has 137 vias. The area overhead of the layout relative to synthesis is 70.4%. The count of warnings emitted by yosys is 1.

The number of port buffers is 6. The count of buffering cells on the critical path with inverters included is 2. Per STA, the worst path accumulates the most delay in the family buffers and inverters. The detailed-router iteration count before antenna repair is 2.

The pin count of the biggest net entering global routing is 5. In the finished design, the share of the clock period the worst path needs comes to 0.624. The post-CTS hold buffer count recorded in the log is 0. Clock latency on the worst-skew pair, taken at its later pin, is 0.23 ns.

Pins over their slew limit in the final report were tallied at 0. The longest incremental delay of any stage on the critical path is reported as 0.50 ns. The post-cts sizing count is 0. The critical setup path kind is input port to flop. At the floorplan stage, the core utilization is reported as 0.0582. The post-detailed-route count of antenna-violating nets is 0.

The library cell contributing the largest single delay on the critical path is sky130_fd_sc_hd__clkdlybuf4s50_1. Across the routed clock network, the largest skew measured is 0.000328 ns. Per the repair_timing log after CTS, setup buffers inserted total 0. The number of CTS-inserted buffers is 3. In this run the register-to-register setup slack is between 1.5 and 2 ns. The ratio of total power to cell area is 822 nW/µm². The detailed-route wire length per cell is 5.94 µm. The worst setup path is launched from an input port. The CTS root buffer is sky130_fd_sc_hd__clkbuf_4. The max-slew check reports its worst relative slack as 0.876. Across the VDD grid, the largest voltage drop is 0.000127 V. In the routed layout, each cell is associated on average with a via count of 1.96.

The registers reported with the highest flop counts are count x4. The time the worst path needs with I/O delays and setup is 1.75 ns. In the final layout, the share of cells above drive strength 1 is 0.167. The data arrival time at the worst-slack endpoint is 1.90 ns. The analysis attributes to cell leakage a power of 0.141 nW.

For this design, the sink count on the clock tree is 4. The number of violations reported at the end of detailed-routing iteration 0 is 2. Traced cell by cell, the critical path runs through clkdlybuf4s50_1, inv_1, ha_1, a21o_1, a21oi_2, xnor2_1. The unique cell type count in the Yosys netlist is 8.

The routed layout reports a DRC error count of 0. Looking at the max-slew report, the worst-margin pin has a slew of 0.184 ns. In this run the mean area of a mapped cell was 13.3 µm².
==> worst reg2reg max path: cells and delay by family (launching register included) <==
kind	cells	cell delay, ns
flops	1	0.40
compound gates	2	0.33
fa+ha+maj	1	0.28
xor+xnor	1	0.12
==> metrics by stage <==
stage                     hold WS (ns)  worst slack, ns  power (mW)  instance area (µm²)
after floorplan                  0.326             1.39       0.153                  199
after global placement           0.493            0.826       0.210                  317
after detailed placement         0.510            0.804       0.214                  317
after CTS                        0.514             1.05       0.287                  339
after global routing             0.530            0.931       0.312                  339
final                            0.512             1.05       0.279                  339
==> layer usage <==
metal,routed length [µm],vias to the layer above,global-route usage
met5,0,-,0
met4,0,0,0.00176
met3,129,0,0.0284
met2,112,10,0.0120
met1,174,61,0.0195
li1,-,66,-
==> cells by family (layout without fill, tap and decap cells) <==
kind of cell / after synthesis / in the layout / synth area share
buf+inv: 3 / 12 / 0.0566
compound gates: 2 / 2 / 0.0818
fa+ha+maj: 3 / 3 / 0.226
flops: 4 / 4 / 0.503
xor+xnor: 3 / 3 / 0.132
==> cells in the mapped netlist <==
cell type / instances / area (µm²)
sky130_fd_sc_hd__inv_1: 3 / 11.3
sky130_fd_sc_hd__fa_1: 1 / 20.0
sky130_fd_sc_hd__xnor2_1: 2 / 17.5
sky130_fd_sc_hd__dfrtp_1: 4 / 100
sky130_fd_sc_hd__ha_1: 2 / 25.0
sky130_fd_sc_hd__a21o_1: 1 / 7.51
sky130_fd_sc_hd__xor2_1: 1 / 8.76
sky130_fd_sc_hd__a21oi_2: 1 / 8.76
==> where the power goes <==
| part | total, mW | internal (mW) | switching [mW] |
|---|---|---|---|
| combinational | 0.110 | 0.0750 | 0.0350 |
| clock | 0.0703 | 0.0479 | 0.0225 |
| sequential | 0.0984 | 0.0820 | 0.0164 |
| total | 0.279 | 0.205 | 0.0738 |
==> final timing paths <==
path | cells after the start | endpoint | startpoint
max in group asynchronous | 2 | count[0]$_DFF_PP0_ | rst
hold / removal | 2 | count[3]$_DFF_PP0_ | rst
hold reg to reg | 1 | count[0]$_DFF_PP0_ | count[0]$_DFF_PP0_
setup reg to reg | 4 | count[3]$_DFF_PP0_ | count[1]$_DFF_PP0_
min in group clk0 | 1 | count[0]$_DFF_PP0_ | count[0]$_DFF_PP0_
setup / recovery | 6 | count[3]$_DFF_PP0_ | updwn
==> cells in the final DEF, fill, tap and decap left out <==
| cell | count |
|---|---|
| sky130_fd_sc_hd__ha_1 | 2 |
| sky130_fd_sc_hd__dfrtp_1 | 4 |
| sky130_fd_sc_hd__a21o_1 | 1 |
| sky130_fd_sc_hd__inv_1 | 3 |
| sky130_fd_sc_hd__fa_1 | 1 |
| sky130_fd_sc_hd__xnor2_1 | 2 |
| sky130_fd_sc_hd__clkbuf_4 | 3 |
| sky130_fd_sc_hd__xor2_1 | 1 |
| sky130_fd_sc_hd__a21oi_2 | 1 |
| sky130_fd_sc_hd__clkdlybuf4s50_1 | 6 |
==> cell type report <==
type / count / area [µm²]
fillers: 406 / 3080
flip-flops and latches: 4 / 100
multi-input cells: 8 / 87.6
repair buffers: 6 / 60.1
well taps: 46 / 57.6
clock buffers: 3 / 22.5
inverters: 3 / 11.3
Power figures rest on the tool's default switching activity, not on a simulated workload.
