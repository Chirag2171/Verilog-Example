[/design/flow/run.sh]
#!/bin/bash
# OpenROAD 26Q1-2900-gdf79404cd8, Yosys 0.63+post, stock flow scripts
make -C /OpenROAD-flow-scripts/flow DESIGN_CONFIG=/design/flow/config.mk WORK_HOME=/design/flow/orfs finish
[/design/flow/config.mk]
export PLATFORM = sky130hd
export DESIGN_NAME = down_counter_bh
export DESIGN_NICKNAME = down_counter_bh
export VERILOG_FILES = /design/flow/design.v
export SDC_FILE = /design/flow/constraint.sdc
export NUM_CORES = 4
export LEC_CHECK = 1
export CORE_AREA = 10 10 70 70
export DIE_AREA = 0 0 80 80
[/design/flow/constraint.sdc]
current_design down_counter_bh

set clk_period 1.7
set clk_io_pct 0.2

create_clock -name clk0 -period $clk_period [get_ports {clk}]

set non_clock_inputs [all_inputs -no_clocks]
set_input_delay [expr $clk_period * $clk_io_pct] -clock clk0 $non_clock_inputs
set_output_delay [expr $clk_period * $clk_io_pct] -clock clk0 [all_outputs]
[/design/flow/design.v]
`timescale 1ns / 1ps
module down_counter_bh(
input clk, rst,
output reg [3:0]out
    );
    always @(posedge clk or posedge rst)begin 
    if (rst)
    out <= 4'd15;
    else
    out <= out-4'd1;
    end
endmodule
==> impl_metrics.ini <==
; synthesis and place-and-route metrics
[clocking]
insertion_delay_ns = 0.23
clk_pin_slew_worst_paths_ns = 0.04
cts.repair.resized = 0
cts_tree = built
cts_hold_buf = 0
cts_buffers = 3
cts_max_level = 1
clockBufferDepth = 2
clockRootBuffer = clkbuf_4
cts_sinks = 4
post-cts-setup-buffers = 0

[hold_path]
min_from = out[0]
hold_class = reg2reg
hold_depth = 1
min_to = out[0]

[synthesis]
yosys_area_um2 = 160
ys_types = 5
ys_seq_frac = 0.656
yosys_warnings = 1
yosysCellCount = 12
largest_area_cell = dfstp_2
ys_ff = 4
synth.top_cell.area_share = 0.656
avgSynthCellArea_um2 = 13.3
synth_area_um2 = 160
synthCells = 12
synthTopCellsByArea = dfstp_2, xor2_1, inv_1, ha_1, nor3_2

[setup_path]
slowest_stage = dfstp_2
r2r_cells = 3
cp-end-kind = primary output
critPathTopFamily = flip-flops
path_max_fanout = 3
r2r_slack_ns = 0.69
reg2reg_to = out[2]
cp.required_ns = 1.36
path_buffers = 1
path_class = reg2out
timing.rr.start = out[0]
max_stage_delay_ns = 0.55
worst_ep_arrival_time_ns = 1.25
worstSetupStartpointType = flip-flop
path_cells = clkdlybuf4s50_1

[floorplanning]
fp_util = 0.0469
die_h_um = 80
fp.dieArea_mm2 = 0.00640
io_pins = 6
core_area_mm2 = 0.00342
num_rows = 21
chipWidth_um = 80

[timing]
drv_slew = 0
finalSetupViolCount = 0
fin_ws_ns = 0.111
worstMarginPinSlew_ns = 0.144
setup_tns_ns = 0
grt_setup_unrepaired = no
period_used_share = 0.935
fmax_ghz = 0.629
slew_headroom = 0.903
skew_ns = 0.00321
hold_viol_final = 0
fin_crit_ns = 1.59

[status]
status = completed

[finish]
lay_top_cells = clkdlybuf4s50_1, inv_1, dfstp_2
syn2layout_area_growth_pct = 81.2
n_fill_cell = 401
drive_above_1_share = 0.400
largest-register = out
utilization = 0.0850
largest_registers = out x4
lay_top_count = clkdlybuf4s50_1
largest_register_ffs = 4

[routing]
wire_per_inst_um = 4.92
wl_met1_um = 132
ant_nets = 0
drc = 0
via_count = 104
dr.pass1.iters = 1
routed-wl-met2_um = 76
wl_met3_um = 115
drtIter0Drc = 0
finalWirelength_um = 325
maxUsedRoutingLayer = met3
viasPerCell = 1.58
antenna-diode-count = 0

[global_routing]
grt_pass1_wl_um = 593
grt_start_max_net_pins = 5
grtUsageTotal = 0.0134
grt_pass1_vias = 130
grt_overflow_total = 0
antenna_found_initial = 0

[pwr]
powerDensity_mw_per_mm2 = 745
power.leakage_nw = 0.0971
vdd_drop_max_mv = 0.107

[place]
hpwl_um = 256
port_buffers = 5
gp_congestion = 0.706
preCtsSetupSlack_ns = 0.341

[run]
warning_count = 25
drv_cap = 0
per-stage QoR:
step	cells	area (um^2)	hold WS, ns	power, mW
2_1_floorplan	12	160	0.295	0.0986
3_3_place_gp	63	268	0.464	0.101
3_5_place_dp	63	268	0.477	0.101
4_1_cts	66	290	0.487	0.224
5_1_grt	66	290	0.504	0.238
6_report	66	290	0.481	0.216
synthesized netlist by cell type, drive strengths merged:
| master | count |
|---|---|
| dfstp | 4 |
| ha | 1 |
| xor2 | 2 |
| inv | 4 |
| nor3 | 1 |
per-layer routing:
metal  global-route usage  vias up
li1                     -       52
met1               0.0113       44
met2               0.0128        8
met3               0.0273        0
met4              0.00176        0
met5                    0        -
how the worst max path moves through the flow:
stage	startpoint	endpoint	slack [ns]	depth (start not counted)
6_report	out[2]	out[2]	0.11	1
5_1_grt	out[2]	out[2]	0.05	1
4_1_cts	out[2]	out[2]	0.09	1
power by group:
part,switching [mW],internal [mW],total (mW)
Sequential,0,0.0961,0.0961
Combinational,0.00193,0.00215,0.00409
Clock,0.0372,0.0789,0.116
Total,0.0391,0.177,0.216
cells by family after synthesis:
family,count (synthesis),synth area share
buf+inv,4,0.0937
fa+ha+maj,1,0.0781
flops,4,0.656
xor+xnor,2,0.109
simple gates,1,0.0625
cell type report:
class / instances / area, um^2 / share of cell area
flip-flops and latches: 4 / 105 / 0.362
well taps: 46 / 57.6 / 0.198
repair buffers: 5 / 50.0 / 0.172
multi-input cells: 4 / 40.0 / 0.138
clock buffers: 3 / 22.5 / 0.0776
inverters: 4 / 15.0 / 0.0517
Power is estimated from default activity; no workload was simulated.
